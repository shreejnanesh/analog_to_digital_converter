File: /design/flow/config.mk
export PLATFORM = sky130hd
export DESIGN_NAME = ADC_SAR1
export DESIGN_NICKNAME = ADC_SAR1
export VERILOG_FILES = /design/flow/design.v
export SDC_FILE = /design/flow/constraint.sdc
export NUM_CORES = 4
export LEC_CHECK = 1
export CORE_AREA = 10 10 88 88
export DIE_AREA = 0 0 98 98
File: /design/flow/constraint.sdc
current_design ADC_SAR1

set clk_period 1.9
set clk_io_pct 0.2

create_clock -name clk0 -period $clk_period [get_ports {clk}]

set non_clock_inputs [all_inputs -no_clocks]
set_input_delay [expr $clk_period * $clk_io_pct] -clock clk0 $non_clock_inputs
set_output_delay [expr $clk_period * $clk_io_pct] -clock clk0 [all_outputs]
File: /design/flow/design.v
module ADC_SAR1(
	output reg [7:0] digital_out,	 
	output out_flag,			 	 
	output sample,
	output [7:0] value,
	input cmp,
	input [63:0] analog_in,			 
	input clk,						 
	input enable					 
	);
	parameter STATE_WAIT = 0;
	parameter STATE_SAMPLE = 1;
	parameter STATE_CONVERT = 2;
	parameter STATE_DONE = 3;
	reg [1:0] state;
	reg [7:0] temp;
	reg [7:0] result;
	always@(posedge clk) begin
		if(!enable) 
			state <= STATE_WAIT;
		else begin
			case(state)
				STATE_WAIT:								 
					state <= STATE_SAMPLE;
				STATE_SAMPLE:begin						 
					state <= STATE_CONVERT;
					temp <= 8'b10000000;
					result <= 8'b0;
				end
				STATE_CONVERT:begin						
					if(cmp) 
						result <= result | temp;
					temp <= temp >> 1;
					if(temp[0]) 
						state <= STATE_DONE;
					end
				STATE_DONE:begin						 
					digital_out <= result;
					if(enable)
						state <= STATE_WAIT;
					end
			endcase
		end		
	end
	assign sample = (state == STATE_SAMPLE);
	assign value = result | temp;
	assign out_flag = (state == STATE_DONE);
endmodule
File: /design/flow/run.sh
#!/bin/bash
# OpenROAD 26Q1-2900-gdf79404cd8, Yosys 0.63+post, stock flow scripts
make -C /OpenROAD-flow-scripts/flow DESIGN_CONFIG=/design/flow/config.mk WORK_HOME=/design/flow/orfs finish
==> flow_metrics.env <==
# flow metrics
export IMPL_numCtsBuffers=3
export IMPL_power_leakage_nw=0.465
export IMPL_route_vias_total=512
export IMPL_crit_arrival_ns=1.39
export IMPL_io_pins=85
export IMPL_synth_cellmix_compoundShare_pct=1.45
export IMPL_post_drt_via_cell_ratio=3.18
export IMPL_tns_ns=0
export IMPL_syn_avg_cell_area_um2=16.4
export IMPL_rrSetupSlack_ns=0.52
export IMPL_yosys_warnings=1
export IMPL_insertion_delay_ns=0.27
export IMPL_tool_warnings=89
export IMPL_min_path_cells=1
export IMPL_setup_violations=0
export IMPL_antenna_found_initial=0
export IMPL_clockBufferDepth=2
export IMPL_fp_util_pct=17.5
export IMPL_top_area_cell="edfxtp_1"
export IMPL_htree_levels=1
export IMPL_top_cell_area_share_pct=69.7
export IMPL_ys_sh_xor_pct=0
export IMPL_reg2reg_depth=1
export IMPL_grt_pass1_wl_um=2860
export IMPL_worstMarginPinSlew_ns=0.482
export IMPL_io_buffers=20
export IMPL_drt_iter0_drc=25
export IMPL_fa_ha_area_share_pct=0
export IMPL_mux_share_pct=0.969
export IMPL_area_delta_synth_final_pct=33.9
export IMPL_crit_required_ns=1.52
export IMPL_place_ws_ns=0.172
export IMPL_yosys_area_mm2=0.00103
export IMPL_path_cells="or2_1 -> clkdlybuf4s50_1"
export IMPL_overflow=0
export IMPL_top_logic_kind="simple AND/OR/NAND/NOR gates"
export IMPL_root_buffer="clkbuf_8"
export IMPL_coreArea_mm2=0.00592
export IMPL_ant_nets=0
export IMPL_max_slew_margin_pct=67.8
export IMPL_irDropWorstVdd_mv=0.381
export IMPL_hp_class="register to register"
export IMPL_grt_max_degree=21
export IMPL_wl_per_cell_um=10.8
export IMPL_simple_gate_share_pct=17.6
export IMPL_n_fill_cell=597
export IMPL_crit_type="register to primary output"
export IMPL_maxSlewViolCount=0
export IMPL_maxCapViolations=0
export IMPL_ys_ff=28
export IMPL_fin_ws_ns=0.130
export IMPL_ys_types=11
export IMPL_core_rowCount=28
export IMPL_crit_fanout=3
export IMPL_power_density_mw_per_mm2=873
export IMPL_post_cts_buffers=0
export IMPL_cts_tree="done"
export IMPL_slowest_stage="edfxtp_1"
export IMPL_grt_pass1_vias=542
export IMPL_die_area_mm2=0.00960
export IMPL_layout_drive_gt1_share_pct=5.81
export IMPL_period_minus_slack_ns=1.77
export IMPL_skew_ns=0.00737
export IMPL_max_freq_mhz=565
export IMPL_syn_inst=63
export IMPL_power_w=0.00121
export IMPL_rsz0062_at_grt="false"
export IMPL_die_y_um=98
export IMPL_period_used_pct=93.1
export IMPL_final_cell_mix="edfxtp_1, clkdlybuf4s50_1, and2_1"
export IMPL_outcome="complete, no violations"
export IMPL_clkTransAtPathRegs_ns=0.08
export IMPL_drc=0
export IMPL_syn_area_mm2=0.00103
export IMPL_endpoint_kind="primary output"
export IMPL_gp_congestion=0.737
export IMPL_dr_pass1_iters=2
export IMPL_utilization_pct=23.4
export IMPL_cts_sinks=28
export IMPL_area_leaders="edfxtp_1, and2_1, dfxtp_1, or2_1, buf_6"
export IMPL_wirelength_um=1740
export IMPL_cts_resized=0
export IMPL_postSynthSeqShare_pct=77.5
export IMPL_final_common_cell="edfxtp_1"
export IMPL_die_width_um=98
export IMPL_finalHoldViolations=0
export IMPL_diodes=0
export IMPL_crit_path_start_kind="register"
export IMPL_max_stage_delay_ns=0.43
export IMPL_cts_hold_fix_buffers=0
export IMPL_grt_util_all_layers_pct=3.73
export IMPL_yosys_cells=63
## metrics by stage
step	cell area (um2)	std cells	hold WS, ns
final	1380	161	0.440
after global placement	1310	157	0.410
after detailed placement	1310	157	0.425
after global routing	1380	161	0.457
after floorplan	1030	63	0.402
after CTS	1380	161	0.446
## final timing paths
path	start	end
max	temp[0]$_SDFFCE_PN0P_	value[0]
min	state[0]$_DFF_P_	state[2]$_DFF_P_
max reg2reg	state[1]$_DFF_P_	temp[0]$_SDFFCE_PN0P_
min reg2reg	state[0]$_DFF_P_	state[2]$_DFF_P_
## state kept, by name, indices dropped and copies added (netlist names)
register / cells
temp: 8
state: 4
digital_out: 8
result: 8
## cell type report
cell class | instances | area (um2) | area share [%]
inverter | 1 | 3.75 | 0.271
clock buffer | 3 | 41.3 | 2.98
timing repair buffer | 21 | 208 | 15.0
multi-input combinational | 32 | 206 | 14.9
sequential | 28 | 801 | 57.9
tap | 75 | 93.8 | 6.78
clock inverter | 1 | 30.0 | 2.17
## cells in the mapped netlist
master	count
buf_6	2
nor2b_1	2
dfxtp_1	4
and3_1	1
or2_1	8
edfxtp_1	24
nand2b_1	1
o21a_1	2
and2_1	17
mux2i_1	1
inv_1	1
## power breakdown
| part | switching, W | total (W) | internal [W] |
|---|---|---|---|
| sequential | 0.0000132 | 0.000701 | 0.000688 |
| combinational | 0.0000204 | 0.0000553 | 0.0000349 |
| clock | 0.000169 | 0.000451 | 0.000282 |
| total | 0.000203 | 0.00121 | 0.00100 |
## logic make-up after synthesis
logic type / count (synthesis)
compound gates: 2
buf+inv: 3
flops: 28
mux: 1
simple gates: 29
## metal layers
layer,routed length (um),track usage [%]
met5,0,0
met2,791,5.84
met3,191,2.42
met4,0,0.224
met1,759,4.42
## worst max-delay path, delay by kind of cell, from the launching register on
| family | cells | cell delay (ns) |
|---|---|---|
| simple gates | 1 | 0.26 |
| flops | 1 | 0.43 |
| buf+inv | 1 | 0.43 |
Power and IR drop assume default switching activity.
